--- config.mk ---
export PLATFORM = sky130hd
export DESIGN_NAME = spi_mem
export DESIGN_NICKNAME = spi_mem
export VERILOG_FILES = /design/flow/design.v
export SDC_FILE = /design/flow/constraint.sdc
export NUM_CORES = 4
export LEC_CHECK = 1
export CORE_UTILIZATION = 40
export SYNTH_HDL_FRONTEND = slang
--- run.sh ---
#!/bin/bash
# OpenROAD 26Q1-2900-gdf79404cd8, Yosys 0.63+post, stock flow scripts
make -C /OpenROAD-flow-scripts/flow DESIGN_CONFIG=/design/flow/config.mk WORK_HOME=/design/flow/orfs finish
--- constraint.sdc ---
current_design spi_mem

set clk_period 8.1
set clk_io_pct 0.2

create_clock -name clk0 -period $clk_period [get_ports {clk}]

set non_clock_inputs [all_inputs -no_clocks]
set_input_delay [expr $clk_period * $clk_io_pct] -clock clk0 $non_clock_inputs
set_output_delay [expr $clk_period * $clk_io_pct] -clock clk0 [all_outputs]
--- design.v ---
module spi_mem(
input clk, rst, cs, miso,
output reg ready, mosi, op_done
);
reg [7:0] mem [31:0] = '{default:0};
integer count = 0;
reg [15:0] datain;
reg [7:0]  dataout;
typedef enum bit [2:0] {idle = 0, detect = 1, store = 2, send_addr = 3, send_data = 4, temp_del = 5} state_type;
state_type state = idle;
always@(posedge clk)
begin
      if(rst) 
          begin
             state <= idle;
             count <= 0;
             mosi  <= 0;
             ready <= 0;
             op_done <= 0;
          end
     else
         begin
                case(state)
                  idle: begin
                    count <= 0;
                    mosi  <= 0;
                    ready <= 0;
                    op_done <= 0;
                    datain <= 0;
                     if(!cs)
                       state <= detect;
                     else
                       state <= idle;
                  end
                  detect: begin 
                      if(miso)
                        state <= store;  
                      else
                        state <= send_addr;    
                   end
                   store: begin
                      if(count <= 15) begin
                        datain[count]     <= miso;
                        count             <= count + 1;
                        state             <= store;
                      end
                      else
                        begin
                         mem[datain[7:0]]  <= datain[15:8];
                         state <= idle;
                         count <= 0;
                         op_done <= 1'b1;
                        end
                    end
                    send_addr: begin
                      if(count <= 7) begin
                       count <= count + 1;
                       datain[count] <= miso;
                       state <= send_addr;
                       end
                       else begin
                       count <= 0;
                       state <= temp_del;
                       ready <= 1'b0;
                       dataout <= mem[datain];
                       end
                    end
                    temp_del : begin
                     state <= send_data;
                     ready <= 1'b1;
                     count <=  1;
                     mosi  <= dataout[0];
                    end
                    send_data: begin
                       if(count <= 7) 
                       begin
                        count <= count + 1;
                        mosi  <= dataout[count]; 
                        state <= send_data;
                       end 
                       else
                         begin
                         count <= 0;
                         state <= idle;
                         op_done <= 1'b1;
                         end     
                    end   
                    default : state <= idle;
                 endcase
          end
      end
endmodule
interface spi_i;
    logic clk, rst, cs, miso;
    logic ready, mosi, op_done;
endinterface
==> flow_summary.json <==
{
  "outcome": "finished, final reports clean",
  "wirelength_mm": 29.65,
  "via_per_inst": 5.771,
  "drtIter0Drc": 532,
  "cts_tree": "yes",
  "hold_start": "state[3]",
  "syn-cell-area_um2": 13120,
  "initial_utilization_pct": 41.16,
  "required_ps": 8230,
  "power.density_nw_per_um2": 238.8,
  "chipArea_um2": 33530,
  "worst_pin_slew_ps": 980.9,
  "simple_gate_share_pct": 9.163,
  "synth_area_per_cell_um2": 16.28,
  "clkTransAtPathRegs_ps": 60,
  "synth-xor-area-share_pct": 0.4005,
  "aoi_share_pct": 5.597,
  "boundaryPins": 7,
  "power.total_mw": 3.521,
  "drc": 0,
  "path_buffers": 2,
  "gr-total-overflow": 0,
  "ys_seq_share_pct": 69.64,
  "p_int_mw": 2.791,
  "ctsLongestPathBuffers": 3,
  "cp_slowest_cell": "or3_1",
  "h-tree-depth": 2,
  "fillers": 2697,
  "post-cts-setup-buffers": 0,
  "lay_top_count": "edfxtp_1",
  "fmax_ghz": 0.2488,
  "leakage_nw": 4.510,
  "warnings": 28,
  "postRouteAntennaNets": 0,
  "vdd_drop_max_mv": 0.1509,
  "crit_path_cell_trace": "clkdlybuf4s50_1 > inv_1 > o2111ai_1 > or3_1 > nor2_1",
  "ys_area_um2": 13120,
  "hold_buffers": 0,
  "post_cts_resized": 0,
  "root_buffer": "clkbuf_16",
  "vias": 7364,
  "hold_ws_ps": 478.3,
  "dp_hpwl_mm": 17.71,
  "num_antenna_cells": 0,
  "layout_min_cycle_time_ps": 4020,
  "rows": 65,
  "finClkSkew_ps": 29.72,
  "grt_pass1_vias": 7777,
  "critPathTopFamily": "simple AND/OR/NAND/NOR gates",
  "area_leaders": "edfxtp_1, mux4_2, dfxtp_1, a22oi_1, nor2_1",
  "p_comb_share_pct": 5.1,
  "hp-class": "reg -> reg",
  "core-area_um2": 31880,
  "edf_count": 277,
  "muxShareOfSynthArea_pct": 12.56,
  "antenna_found_initial": 0,
  "share_clk_of_total_power_pct": 43.5,
  "adder_share_pct": 0.3814,
  "end_kind": "register",
  "cts_made_buffers": 34,
  "critPathLaunchType": "input pin",
  "switching_share_pct": 20.72,
  "insertion_delay_ps": 510,
  "die_y_um": 183.1,
  "relSlewSlack_pct": 34.61,
  "drive_gt1_share_pct": 17.84,
  "die_w_um": 183.1,
  "layout_top_cells": "edfxtp_1, mux4_2, nor2_1",
  "crit_type": "in -> reg",
  "wl_per_cell_um": 23.24,
  "worst_ep_arrival_time_ps": 4150,
  "synthCells": 806,
  "dominantRegCellSynth": "edfxtp_1",
  "largest_area_cell": "edfxtp_1",
  "ys_types": 55,
  "cp-startpoint": "rst",
  "hold_violations": 0,
  "grt_first_pass_wirelength_mm": 45.56,
  "top_area_share_pct": 63.39,
  "area_growth_pct": 12.35,
  "synthArstFlopShare_pct": 0,
  "numSynthFlops": 318,
  "rsz0062_at_grt": "no",
  "finalSetupViolCount": 0,
  "dr.pass1.iters": 5,
  "path_max_fanout": 14,
  "top_logic_kind": "multiplexers",
  "min_period_over_period_pct": 49.63,
  "placed_cells": 1216,
  "finalSetupTns_ps": 0,
  "yosysWarnings": 0,
  "maxCapViolCount": 0,
  "cts_sinks": 318,
  "ys_cells": 806,
  "place_congestion": 0.8864,
  "seqPwrFrac_pct": 51.3,
  "grtUsageTotal_pct": 19.83,
  "grt_start_max_net_pins": 52,
  "slew_violations": 0,
  "instances_no_fill": 1276,
  "r2r_start": "datain[1]",
  "crit_path_max_incr_delay_ps": 720,
  "portBuffers": 6,
  "switchingPower_mw": 0.7296
}
==> cell usage after synthesis (5+ instances only) <==
master,number
nor2_1,57
nand4_1,31
a21oi_1,15
nor3_1,5
edfxtp_1,277
mux2i_1,15
a31oi_1,29
o21ai_0,9
nand2_1,29
a22oi_1,32
or2_2,5
nand3_1,29
nor4_1,17
and3_1,7
buf_2,14
mux4_2,66
and2_1,7
clkbuf_1,25
or3_1,10
inv_1,14
dfxtp_1,41
and4_1,5
==> worst register-to-register path, cell delays in order, from the launching register on <==
cell and delay (ps):
edfxtp_1 990, buf_4 700, inv_1 110, or3_1 700, nor2_1 660
==> metrics by stage <==
stage	cell area, um2	utilization, %	setup slack [ps]
2_1_floorplan	13120	-	4675
3_3_place_gp	13640	42.77	3687
3_5_place_dp	13640	42.77	3613
4_1_cts	14740	46.24	4125
5_1_grt	14740	46.24	3919
6_report	14740	46.24	4080
==> routing by layer <==
metal | up-vias | global-route usage [%] | wire, um
met5 | - | 0 | 0
met4 | 0 | 4.100 | 673
met3 | 49 | 13.85 | 4419
met2 | 445 | 27.32 | 13030
met1 | 3566 | 27.37 | 11530
li1 | 3304 | - | -
==> power by group through the flow <==
stage / combinational (mW) / sequential, mW / clock [mW]
4_1_cts: 0.182 / 1.81 / 1.57
5_1_grt: 0.197 / 1.81 / 1.63
6_report: 0.181 / 1.81 / 1.53
==> cell type report <==
cell class              count  area (um2)  share of cell area (%)
inverters                  14       52.55                  0.3564
repair buffers             25       202.7                   1.375
clock inverters            17       190.2                   1.290
flip-flops and latches    318        9139                   61.99
clock buffers              43       915.9                   6.212
well taps                 435       544.3                   3.692
multi-input cells         424        3699                   25.09
==> path summary, 6_finish.rpt <==
path	to	slack [ps]	cells past startpoint
hold reg to reg	state[2]	480	2
hold / removal	state[2]	480	2
setup / recovery	mem[2][4]	4080	5
setup reg to reg	mem[2][4]	4580	4
==> flip-flops by register name, indices dropped and copies added, names as in the netlist <==
signal   count
state        6
mosi         1
dataout      8
op_done      1
mem        256
datain      13
ready        1
count       32
==> kinds of logic (layout without fill, tap and decap cells) <==
family | Yosys count | after routing
and+or+nand+nor | 223 | 223
muxes | 82 | 82
xor gates and xnor gates | 6 | 6
AOI/OAI and AO/OA | 109 | 109
DFF | 318 | 318
adders and majority gates | 4 | 4
buffers and inverters | 64 | 99
Power figures rest on the tool's default switching activity, not on a simulated workload.
